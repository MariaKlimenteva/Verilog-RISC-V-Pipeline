$ cat design/flow/design.v
`timescale 1ns / 1ps
parameter XLEN = 32;
parameter ALU_OP_WIDTH = 4;
parameter logic [XLEN-1:0] NOP_INSTRUCTION = 32'h00000013;
typedef struct packed {
    logic [ALU_OP_WIDTH-1:0] ALUOp;
    logic ALUSrc;
    logic MemRead;
    logic MemWrite;
    logic MemToReg;
    logic RegWrite;
    logic Branch;
    logic Jump;
    logic Jalr;
    logic [2:0] BranchType;
    logic [31:0] return_code_j;
} control_signals;
typedef struct packed {
    logic [31:0] instruction;
    logic [31:0] pc_plus_4;
    logic valid;
} if_id_data;
typedef struct packed {
    control_signals control;
    logic [31:0] pc_plus_4;
    logic [31:0] rs1_data;
    logic [31:0] rs2_data;
    logic [31:0] immediate;
    logic [4:0]  rs1_addr;
    logic [4:0]  rs2_addr;
    logic [4:0]  rd_addr;
    logic valid;
} id_ex_data;
typedef struct packed {
    control_signals control;
    logic [31:0] alu_result;
    logic [31:0] rs1_data;
    logic [31:0] rs2_data;
    logic [4:0]  rd_addr;
    logic valid;
} ex_mem_data;
typedef struct packed {
    control_signals control;
    logic [31:0] read_data;  
    logic [31:0] alu_result; 
    logic [4:0]  rd_addr;
    logic valid;
} mem_wb_data;
`timescale 1ns / 1ps
module alu #()(
    input logic [XLEN-1:0] src1,
    input logic [XLEN-1:0] src2,
    input logic [ALU_OP_WIDTH-1:0] alu_op,
    output logic [XLEN-1:0] result,
    output logic zero 
  );
  localparam SHAMT_WIDTH = $clog2(XLEN);
  logic [SHAMT_WIDTH-1:0] shamt = src2[SHAMT_WIDTH-1:0];
  always @(*)
  begin
    result = {XLEN{1'bx}};
    case (alu_op)
      4'b0000:
        result = src1 + src2;
      4'b0001:
        result = src1 - src2;
      4'b0010:
        result = src1 & src2;
      4'b0011:
        result = src1 | src2;
      4'b0100:
        result = src1 ^ src2;
      4'b0111:
        result = src1 << shamt;
      4'b1000:
        result = src1 >> shamt;
      4'b1001:
        result = $signed(src1) >>> shamt;
      4'b0101:  
        if ($signed(src1) < $signed(src2))
          result = {{XLEN-1{1'b0}}, 1'b1}; 
        else
          result = {XLEN{1'b0}}; 
      4'b0110: 
        if (src1 < src2)
          result = {{XLEN-1{1'b0}}, 1'b1}; 
        else
          result = {XLEN{1'b0}}; 
      4'b1010:
        result = src1; 
      4'b1011:
        result = src2; 
      default:
      begin
        result = {XLEN{1'bx}};
      end
    endcase
  end
  assign zero = (result == {XLEN{1'b0}});
endmodule
$ cat design/flow/run.sh
#!/bin/bash
# OpenROAD 26Q1-2900-gdf79404cd8, Yosys 0.63+post, stock flow scripts
make -C /OpenROAD-flow-scripts/flow DESIGN_CONFIG=/design/flow/config.mk WORK_HOME=/design/flow/orfs finish
$ cat design/flow/config.mk
export PLATFORM = sky130hd
export DESIGN_NAME = alu
export DESIGN_NICKNAME = alu
export VERILOG_FILES = /design/flow/design.v
export SDC_FILE = /design/flow/constraint.sdc
export NUM_CORES = 4
export LEC_CHECK = 1
export CORE_UTILIZATION = 50
$ cat design/flow/constraint.sdc
current_design alu

set clk_period 17.3
set clk_io_pct 0.2

create_clock -name clk0 -period $clk_period

set non_clock_inputs [all_inputs -no_clocks]
set_input_delay [expr $clk_period * $clk_io_pct] -clock clk0 $non_clock_inputs
set_output_delay [expr $clk_period * $clk_io_pct] -clock clk0 [all_outputs]
==> results.py <==
# Synthesis and PnR figures
metrics = {
    "detailed_routing": {
        "ant_nets": 0,
        "drcViolationCount": 0,
        "first_iter_violations": 1737,
        "vias": 12900,
        "totalWireLength_mm": 51.0,
        "wl_per_cell_um": 29.0,
        "drt_first_pass_iters": 7,
        "via_per_inst": 7.31,
        "antennaDiodeCount": 0,
    },
    "synth": {
        "synthCells": 1488,
        "yosys_cells": 1488,
        "ys_seq_share_pct": 0,
        "syn_area_per_cell_um2": 6.92,
        "yosysTopAreaCellShare_pct": 12.2,
        "largest_area_cell": "ha_1",
        "yosys-top-cells-area": "ha_1 (12%), mux4_2 (6.8%), mux2i_1 (6.0%)",
        "syn_area_um2": 10300,
        "ys_area_um2": 10300,
        "netlist-cell-type-count": 88,
        "yosysWarnings": 1,
    },
    "floorplanning": {
        "fp.dieW_um": 145,
        "initial_core_util_pct": 50.9,
        "fp.dieArea_um2": 21200,
        "ios": 101,
        "rows": 52,
        "die_y_um": 145,
        "coreArea_um2": 20200,
    },
    "timing": {
        "holdWs_ps": 8230,
        "rsz0062_at_grt": "false",
        "timing.fmax_ghz": 0.0788,
        "setup-tns-final_ps": 0,
        "finalCritPeriodShare_pct": 73.4,
        "finalMaxSlewViolations": 0,
        "finalHoldViolCount": 0,
        "relSlewSlack_pct": 17.3,
        "fin_crit_ps": 12690,
        "finalSetupViolations": 0,
        "tightest_slew_ps": 1210,
    },
    "power_and_ir_drop": {
        "power_density_nw_per_um2": 38.1,
        "peakVddDrop_mv": 0.0321,
        "p_leak_nw": 4.55,
    },
    "placement": {
        "dp_hpwl_mm": 39.3,
        "place.gp.congestion": 1.07,
        "io_buffers": 101,
    },
    "grt": {
        "track_usage_pct": 48.6,
        "antenna_found_initial": 2,
        "grt_pass1_wl_mm": 76.4,
        "grt_overflow_total": 0,
        "grt_max_degree": 60,
        "grt_pass1_vias": 11800,
    },
    "run": {
        "cap_violations": 0,
        "tool_warnings": 100,
    },
    "worst_setup_path": {
        "cp_max_fo": 54,
        "required_ps": 13840,
        "path_class": "primary input to output pin",
        "cp.arrival_ps": 9230,
        "worstSetupEndpointType": "output pin",
        "worst_setup_path_start_kind": "primary input",
    },
    "clock_tree": {
        "cts_hold_buffers": 0,
        "post_cts_resized": 0,
        "post_cts_buffers": 0,
    },
    "cells_and_area": {
        "final.clkbuf_count": 0,
        "layout_top_cell": "nand2_1",
        "syn2layout_area_growth_pct": 9.45,
        "final_util_pct": 55.7,
        "drive_gt1_share_pct": 9.60,
        "layout_top_cells": "nand2_1 (135), a21oi_1 (119), nor2_1 (110)",
        "seqCellArea_um2": 0,
        "ff_count": 0,
    },
    "min_path": {
        "hold_depth": 6,
        "min_path_type": "primary input to output pin",
    },
    "run_status": {
        "status": "complete, no violations",
    },
}
-- report_power, final --
part / leakage (nW) / switching [W] / total (W) / internal (W)
Combinational: 4.55 / 0.000261 / 0.000430 / 0.000169
Sequential: 0 / 0 / 0 / 0
Clock: 0 / 0 / 0 / 0
-- layout make-up --
cell class         instances  area [µm²]
multi-input cells       1247        9290
repair buffers           131        1210
fillers                 1993        8970
inverters                111         417
well taps                270         338
-- cell families after synthesis --
kind of cell               count (synthesis)  synth area share (%)
buffers and inverters                    241                  9.80
and+or+nand+nor                          452                  21.4
AOI/OAI and AO/OA                        535                  36.6
xor gates and xnor gates                  16                  1.36
adders and majority gates                102                  12.5
muxes                                    142                  18.3
-- critical path, stage by stage --
cell	delay, ps
buf_2	70
buf_4	490
inv_1	90
buf_4	300
ha_1	540
o21ai_0	190
nor4_1	670
nor2_1	150
o41ai_2	870
a41o_1	280
nand2_1	70
and3_1	160
a2111oi_0	440
a2bb2oi_1	230
nor4b_2	370
and4bb_1	260
clkdlybuf4s50_1	470
-- Yosys cell counts (all sizes together) (10+ instances only) --
| cell | number |
|---|---|
| nor3 | 38 |
| a211oi | 26 |
| inv | 110 |
| a31oi | 12 |
| o21bai | 12 |
| o31ai | 15 |
| nor2 | 112 |
| mux2 | 47 |
| xnor2 | 12 |
| nand3 | 36 |
| o22ai | 30 |
| a221o | 14 |
| nor4 | 17 |
| nand2 | 135 |
| a22oi | 23 |
| or2 | 12 |
| ha | 100 |
| buf | 47 |
| o221ai | 20 |
| nand2b | 22 |
| mux2i | 64 |
| o21ai | 78 |
| o211ai | 30 |
| a21oi | 119 |
| clkbuf | 83 |
| mux4 | 31 |
| a221oi | 21 |
| nor2b | 20 |
| a311oi | 10 |
| a21o | 11 |
-- routing by layer --
| metal | global-route usage [%] | vias to the layer above | routed length [µm] |
|---|---|---|---|
| met5 | 0 | - | 13 |
| met4 | 18.2 | 2 | 2500 |
| li1 | - | 5660 | - |
| met3 | 11.6 | 174 | 6630 |
| met1 | 69.2 | 6018 | 20400 |
| met2 | 71.7 | 1001 | 21400 |
-- worst paths after layout --
path,end,start
worst min-delay path,result[1],src2[3]
worst max-delay path,zero,src2[2]
-- through the flow --
stage	std cells	area, µm²	total power (W)	setup slack, ps
2_1_floorplan	1488	10300	0.000254	6400
3_3_place_gp	1759	11300	0.000411	4860
3_5_place_dp	1759	11300	0.000410	4820
4_1_cts	1759	11300	0.000412	4820
5_1_grt	1759	11300	0.000452	4380
6_report	1759	11300	0.000430	4610
No activity file was given, so power comes from the tool's default toggle rates.
